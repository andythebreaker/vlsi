## flow/design.v

```verilog
module xor16(input [15:0] a, input [15:0] b, output signed [15:0] y);
	xor(y[0],a[0],b[0]);
	xor(y[1],a[1],b[1]);
	xor(y[2],a[2],b[2]);
	xor(y[3],a[3],b[3]);
	xor(y[4],a[4],b[4]);
	xor(y[5],a[5],b[5]);
	xor(y[6],a[6],b[6]);
	xor(y[7],a[7],b[7]);
	xor(y[8],a[8],b[8]);
	xor(y[9],a[9],b[9]);
	xor(y[10],a[10],b[10]);
	xor(y[11],a[11],b[11]);
	xor(y[12],a[12],b[12]);
	xor(y[13],a[13],b[13]);
	xor(y[14],a[14],b[14]);
	xor(y[15],a[15],b[15]);
endmodule
```

## flow/run.sh

```bash
#!/bin/bash
# OpenROAD 26Q1-2900-gdf79404cd8, Yosys 0.63+post, stock flow scripts
make -C /OpenROAD-flow-scripts/flow DESIGN_CONFIG=/design/flow/config.mk WORK_HOME=/design/flow/orfs finish
```

## flow/config.mk

```make
export PLATFORM = sky130hd
export DESIGN_NAME = xor16
export DESIGN_NICKNAME = xor16
export VERILOG_FILES = /design/flow/design.v
export SDC_FILE = /design/flow/constraint.sdc
export NUM_CORES = 4
export LEC_CHECK = 1
export CORE_AREA = 10 10 70 70
export DIE_AREA = 0 0 80 80
```

## flow/constraint.sdc

```tcl
current_design xor16

set clk_period 1.0
set clk_io_pct 0.2

create_clock -name clk0 -period $clk_period

set non_clock_inputs [all_inputs -no_clocks]
set_input_delay [expr $clk_period * $clk_io_pct] -clock clk0 $non_clock_inputs
set_output_delay [expr $clk_period * $clk_io_pct] -clock clk0 [all_outputs]
```

==> ds_physical_params.txt <==
Table: implementation figures

Parameter                              Value

Outcome
  Result of the run    finished, final reports clean

Layout
  Clock buffer cells    0
  Share of layout cells above drive strength 1    25.0%
  Number of inserted filler cells in the final layout    399
  Area taken by multi-input logic gates    140 µm²
  Number of sequential cells in the layout    0
  Flop area    0 µm²
  Layout-stage area growth over the synthesis result    299%

Critical path
  CP required    0.80 ns
  Startpoint type of the worst setup path    input pin
  Critical Path Sink Type    output pin
  Largest fanout on the critical path    1
  CP Data Arrival Time    0.72 ns
  Kind of critical path    input pin to output pin
  Worst Setup SP    a[4]
  Setup crit end    y[4]

Routing
  Total via count after detailed routing    294
  Post-detailed-route via-to-cell ratio    2.67
  Post-Route WL    1.35 mm
  Routed wirelength normalized by instance count    12.2 µm
  Remaining antenna violation count    0
  Number of violations reported at the end of detailed-routing iteration 0    3
  DRC violations left    0
  N_diodes    0
  DRT Pass-1 Iters    2

Final timing
  Count of final setup violators    0
  Max transition margin    91.2%
  Transition time of the tightest slew-check pin    0.132 ns
  Final period utilization    91.8%
  RSZ-0062 raised after global routing    no
  Fin. max-slew vios    0
  Total negative setup slack    0 ns
  Fin crit period    0.918 ns
  Achievable clock frequency    1090 MHz
  Number of hold violations in the final report    0

Run
  Number of warnings in the stage logs    32
  Max-capacitance violation count    0

Global route
  Number of antenna violations at the first check in global routing    0
  Largest net degree at the start of global routing    2
  Vias in the first global route    358
  All-layer global routing usage    3.93%
  First-pass GRT wire length    1.97 mm
  Aggregate global routing overflow    0

Floorplanning
  Core Density at Floorplan    4.10%
  Die footprint    0.00640 mm²
  Width of the die    80 µm
  Boundary pin count    48
  Die height    80 µm
  Placement Rows    21
  Core Box Area    0.00342 mm²

Pwr
  Power Dens Cells    344 mW/mm²
  IR drop worst, VDD    67.1 µV
  Total chip power    0.000192 W
  Pleak    0.299 nW

Worst hold path
  HP Class    input pin to output pin
  Start point of the worst hold path    b[9]

Synthesis
  Most common cell in the netlist    xor2_1
  Distinct cell type count of the synthesized netlist    1
  Post-synthesis cell type with the largest combined area    xor2_1
  Avg Synthesized Cell Area    8.76 µm²
  # Cells Yosys    16
  Cells taking the most area after synthesis    xor2_1 100%
  Area leader share    100%
  Combined area of all synthesized cells    140 µm²
  Count of yosys warnings during synthesis    0
  Sequential share of the synthesized area    0%
  Leading cell types by count after synthesis    16 x xor2_1
  Cells after Synth    16
  Chip area in the Yosys report    140 µm²

Placement
  Placer Congestion    0.777
  HPWL Detailed    1.30 mm
  Count of input and output buffers    48
[layer usage]
layer	part of all wire [%]	routed length [µm]	global-route usage, %	vias up
li1	-	-	-	144
met5	0	0	0	-
met4	0	0	0	0
met1	47	626	5.27	120
met2	38	511	5.94	30
met3	15	206	1.82	0
[power breakdown]
group | switching [W] | internal [W] | leakage (nW)
clock | 0 | 0 | 0
combinational | 0.0000622 | 0.000130 | 0.299
sequential | 0 | 0 | 0
total | 0.0000622 | 0.000130 | 0.299
[placed cells by master, fill, tap and decap left out]
cell,n
dlygate4sd2_1,31
buf_2,16
xor2_1,16
clkdlybuf4s15_1,1
[critical path, stage by stage]
cell	delay [ns]
dlygate4sd2_1	0.24
xor2_1	0.15
buf_2	0.13
[through the flow]
step           hold slack [ns]  instance area (µm²)  util, %  std cells  setup slack (ns)
2_1_floorplan            0.425                  140        -         16             0.481
3_3_place_gp              1.33                  678     19.9        110            -0.572
3_5_place_dp              1.33                  678     19.9        110            -0.573
4_1_cts                  0.767                  558     16.3        110            0.0508
5_1_grt                  0.776                  559     16.4        110           0.00713
6_report                 0.752                  559     16.4        110            0.0816
[cell type report]
class	instances	area share, %
multi-input cells	16	25.1
repair buffers	48	64.7
well taps	46	10.3
[cells by family (layout without fill, tap and decap cells)]
group	after synthesis	in the layout	synth area share, %
xor+xnor	16	16	100
buf+inv	0	48	0
[what timing repair did]
item / 4_1_cts / 5_1_grt
pin swaps: 16 / 1
gates resized: 85 / 1
hold buffers: 0 / 0
endpoints found under the setup margin: 16 / 1
buffers inserted: 0 / 0
[how the worst min path moves through the flow]
| stage | end | slack [ns] | depth (start not counted) |
|---|---|---|---|
| 4_1_cts | y[12] | 0.77 | 3 |
| 5_1_grt | y[12] | 0.78 | 3 |
| 6_report | y[9] | 0.75 | 3 |
Power figures rest on the tool's default switching activity, not on a simulated workload.
