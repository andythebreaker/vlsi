### ./run.sh
#!/bin/bash
# OpenROAD 26Q1-2900-gdf79404cd8, Yosys 0.63+post, stock flow scripts
make -C /OpenROAD-flow-scripts/flow DESIGN_CONFIG=/design/flow/config.mk WORK_HOME=/design/flow/orfs finish
### ./config.mk
export PLATFORM = sky130hd
export DESIGN_NAME = half_adder16
export DESIGN_NICKNAME = half_adder16
export VERILOG_FILES = /design/flow/design.v
export SDC_FILE = /design/flow/constraint.sdc
export NUM_CORES = 4
export LEC_CHECK = 1
export CORE_AREA = 10 10 70 70
export DIE_AREA = 0 0 80 80
### ./constraint.sdc
current_design half_adder16

set clk_period 3.2
set clk_io_pct 0.2

create_clock -name clk0 -period $clk_period

set non_clock_inputs [all_inputs -no_clocks]
set_input_delay [expr $clk_period * $clk_io_pct] -clock clk0 $non_clock_inputs
set_output_delay [expr $clk_period * $clk_io_pct] -clock clk0 [all_outputs]
### ./design.v
module half_adder(input a, input b, 
              output s, output o);
and(o,a,b); 
xor(s,a,b); 
endmodule
module half_adder16(input [15:0] a, input b, 
              output [15:0] s,output c);
  wire [2:0] o;
half_adder4 ha1 (a[3:0],b,s[3:0],o[0]);
  half_adder4 ha2 (a[7:4],o[0],s[7:4],o[1]);
  half_adder4 ha3 (a[11:8],o[1],s[11:8],o[2]);
  half_adder4 ha4 (a[15:12],o[2],s[15:12],c);
endmodule
module half_adder4(input [3:0] a, input b, 
              output [3:0] s,output c);
  wire [2:0] o;
half_adder ha1 (a[0],b,s[0],o[0]);
  half_adder ha2 (a[1],o[0],s[1],o[1]);
  half_adder ha3 (a[2],o[1],s[2],o[2]);
  half_adder ha4 (a[3],o[2],s[3],c);
endmodule
==> impl_metrics.json <==
{
  "setup_tns_ns": -3.20,
  "yosys_warnings": 0,
  "cp-end-kind": "output pin",
  "path_class": "in2out",
  "hp-class": "in2out",
  "slew_headroom": 0.905,
  "fmax_ghz": 0.250,
  "ys_seq_frac": 0,
  "slew_violations": 0,
  "ff_latch_area_um2": 0,
  "syn_to_final_growth_pct": 151,
  "hold_buffers": 0,
  "grt_max_degree": 2,
  "routed_via_density": 3.00,
  "power_density_mw_per_mm2": 81.0,
  "cp_max_fo": 1,
  "layoutNonFillerInstCount": 96,
  "seq_cells": 0,
  "postLayoutSetupSlackWorst_ns": -0.797,
  "n_antenna_cell": 0,
  "synth_cells": 32,
  "yosys_cells": 32,
  "status": "finished, violations left",
  "grt.busiest_layer": "met3",
  "die_w_um": 80,
  "die_h_um": 80,
  "ios": 34,
  "period_needed_ns": 4.00,
  "wl_per_cell_um": 11.4,
  "totalWireLength_um": 1100,
  "syn-cell-area_um2": 320,
  "critPathRequiredTime_ns": 2.56,
  "ys_types": 2,
  "antenna_left": 0,
  "io_buffers": 34,
  "initCoreUtil": 0.0938,
  "use_met1": 0.0343,
  "n_clock_buffer": 0,
  "met2_usage": 0.0441,
  "p_leak_uw": 0.000293,
  "syn_avg_cell_area_um2": 10.0,
  "core_area_mm2": 0.00342,
  "cap_viol_max_count": 0,
  "drtPass1Iterations": 1,
  "hold_viol_final": 0,
  "warning_count": 38,
  "die_area_mm2": 0.00640,
  "cp-start-kind": "input port",
  "grt_pass1_vias": 361,
  "grt-ovfl-total": 0,
  "antenna_found_initial": 0,
  "initialDrtViolationCount": 0,
  "final_cell_mix": "clkdlybuf4s50_1, ha_4, buf_6, dlygate4sd2_1",
  "finalCritPeriodShare": 1.25,
  "violations": "negative setup slack",
  "ys_area_um2": 320,
  "setup_viol": 7,
  "cp.arrival_ns": 3.36,
  "dp_cells": 96,
  "drive_above_1_share": 0.520,
  "layout.cells.most_common": "clkdlybuf4s50_1",
  "vias": 288,
  "place_congestion": 0.807,
  "peakVddDrop_v": 0.0000361,
  "gr-usage-met3": 0.0466,
  "drc": 0,
  "rows": 21,
  "fill_cells": 375,
  "grt_pass1_wl_um": 1740,
  "gr-usage-all-layers": 0.0342,
  "rsz0062_at_grt": "true",
  "worstMarginPinSlew_ns": 0.142
}
==> synth_stat cells, drive strengths merged <==
cell | n | area [um2]
buf | 16 | 120
ha | 16 | 200
==> path summary, 6_finish.rpt <==
kind | startpoint | to | slack (ns) | cells past startpoint
hold / removal | a[0] | s[0] | 1.94 | 3
setup / recovery | b | s[15] | -0.80 | 18
==> report_power, final <==
part           switching (uW)  internal [uW]  total [uW]
clock network               0              0           0
registers                   0              0           0
logic                    17.6           47.5        65.1
==> per-stage QoR <==
stage | worst slack (ns) | utilization | hold slack, ns | power (uW) | area (um2)
global placement | -1.61 | 0.234 | 2.30 | 64.7 | 798
CTS | -0.806 | 0.231 | 1.94 | 65.9 | 788
detailed placement | -1.61 | 0.234 | 2.29 | 65.2 | 798
global route | -0.850 | 0.236 | 1.97 | 74.1 | 805
finish | -0.797 | 0.236 | 1.94 | 65.1 | 805
floorplan | -0.705 | - | 1.37 | 29.2 | 536
==> critical path, cell delays in order <==
cell,delay (ns)
buf_6,0.10
ha_4,0.15
ha_4,0.15
ha_4,0.15
ha_4,0.15
ha_4,0.15
ha_4,0.15
ha_4,0.15
ha_4,0.15
ha_4,0.15
ha_4,0.15
ha_4,0.15
ha_4,0.15
ha_4,0.15
ha_4,0.15
ha_4,0.15
ha_4,0.23
buf_6,0.10
==> repair_timing <==
item,in CTS,in global routing
gates resized,41,5
pin swaps,16,0
setup endpoints to repair,12,9
buffers inserted,0,0
==> layout make-up <==
cell class / count / area, um2 / area share
multi-input combinational: 16 / 400 / 0.498
timing repair buffer: 34 / 347 / 0.431
tap: 46 / 57.6 / 0.0715
==> cells by family (layout without fill, tap and decap cells) <==
family / Yosys count / count (layout) / share of synthesized area
buf+inv: 16 / 34 / 0.375
fa+ha+maj: 16 / 16 / 0.625
==> routing by layer <==
layer,vias to the layer above,wire length (um)
li1,132,-
met1,122,424
met2,34,301
met3,0,372
met4,0,0
met5,-,0
Power figures rest on the tool's default switching activity, not on a simulated workload.
